===== design/flow/run.sh =====
#!/bin/bash
# OpenROAD 26Q1-2900-gdf79404cd8, Yosys 0.63+post, stock flow scripts
make -C /OpenROAD-flow-scripts/flow DESIGN_CONFIG=/design/flow/config.mk WORK_HOME=/design/flow/orfs finish

===== design/flow/constraint.sdc =====
current_design top

set clk_period 41.5
set clk_io_pct 0.2

create_clock -name clk0 -period $clk_period

set non_clock_inputs [all_inputs -no_clocks]
set_input_delay [expr $clk_period * $clk_io_pct] -clock clk0 $non_clock_inputs
set_output_delay [expr $clk_period * $clk_io_pct] -clock clk0 [all_outputs]

===== design/flow/config.mk =====
export PLATFORM = sky130hd
export DESIGN_NAME = top
export DESIGN_NICKNAME = top
export VERILOG_FILES = /design/flow/design.v
export SDC_FILE = /design/flow/constraint.sdc
export NUM_CORES = 4
export LEC_CHECK = 1
export CORE_UTILIZATION = 40

===== design/flow/design.v =====
`timescale 1ns / 1ps
`timescale 1ns / 1ps
module alu(
    input signed [31:0] alu_a,
    input signed [31:0] alu_b,
    input        [4:0]  alu_op,
    output reg signed  [31:0] alu_out
);
parameter A_NOP = 5'h00;   
parameter	A_ADD = 5'h01;	 
parameter	A_SUB = 5'h02;	 
parameter	A_AND = 5'h03;	 
parameter	A_OR = 5'h04;	   
parameter	A_XOR = 5'h05;	 
parameter	A_NOR = 5'h06;	 
always@(*) begin
  case (alu_op)
    A_NOP: alu_out = alu_a;
    A_ADD: alu_out = alu_a + alu_b;
    A_SUB: alu_out = alu_a - alu_b;
    A_AND: alu_out = alu_a & alu_b;
    A_OR: alu_out = alu_a | alu_b;
    A_XOR: alu_out = alu_a ^ alu_b;
    A_NOR: alu_out = ~(alu_a | alu_b);
    default: alu_out = alu_a;
  endcase
end
endmodule
module top(
  input signed  [31:0] a,
  input signed  [31:0] b,
  output        [31:0] out
);
wire [31:0] temp1, temp2, temp3;
alu alu1(a, b, 5'h1, temp1);
alu alu2(b, temp1, 5'h1, temp2);
alu alu3(temp1, temp2, 5'h1, temp3);
alu alu4(temp2, temp3, 5'h1, out);
endmodule

==> commit_impl_results.txt <==
Add synthesis and place-and-route results

* Run status: completed
- Crit Path Max Fanout: 5
- YS chip area: ~4500 um2
- Subtracting the final worst setup slack from the clock period gives 23.29 ns.
* Storage cell area: 0 um2
* Peak VDD IR: between 50 and 60 uV
* Number of buffers inserted for hold repair after clock tree synthesis: 0
- Number of cell rows: 38
- The count of nets left with antenna violations once routing finished came out at 0.
- Placed wire-length estimate: between 10000 and 15000 um
- The first global-routing pass estimated around 20000 um of wire.
- Unrepaired setup endpoints after global routing: false
- Number of warnings in the stage logs: 37
- Counting the warning lines in the Yosys log gives 1.
- Vias/cell: between 5 and 6
* Total Power: between 0.3 and 0.4 mW
- As logged by OpenROAD, the buffers inserted on ports number ~96.
- Critical Path AT: ~15 ns
* Horizontal die dimension: between 100 and 150 um
- Core area: 10900 um2
* Number of clock buffers in the layout: 0
* Unique cell type count in the Yosys netlist: between 60 and 70
- Of the total synthesized cell area, the portion taken by XOR and XNOR cells is 14.9%.
* Synthesized-area fraction occupied by adder cells: between 20 and 30%
- Post-synthesis average cell area: about 7.3 um2
- Antenna violations before repair: 0
- The number of cells reported by Yosys stat comes to slightly above 600.
- Looking at the gate-level netlist, the highest instance count belongs to sky130_fd_sc_hd__ha_1.
- Post-Synth AOI/OAI Area: between 30% and 40%
- In this run, the synthesized area fraction spent on and/or/nand/nor cells is recorded as around a fifth.
* Final setup violating endpoints: 0
* Slew at the pin closest to its max-slew limit: 0.514 ns
* Critical Path Start Type: input port
- The critical path is of the in2out type.
* Relative max-transition margin: between 60% and 70%
- Share of Yosys cell area claimed by the top area cell type: 26.5%
* Main logic family after synthesis: AND-OR/OR-AND gates
* DRC violation count after routing: 0
* WL per Instance: around 14 um
* Required time reported for the critical path endpoint: approximately 33 ns
- Initial core utilization: around 41%
- For this design the ratio of total power to cell area is approximately 65 nW/um2.
- For this run the aggregate overflow at the end of global routing stands at 0.
- The synthesis run shows the most used standard cells to be sky130_fd_sc_hd__ha_1, sky130_fd_sc_hd__a21oi_1, sky130_fd_sc_hd__xnor2_1.
- Highest clock frequency the design can meet: 42.9 MHz
- Via count of the first global-routing pass: roughly 4400
* Leading area contributor after synthesis: sky130_fd_sc_hd__ha_1
* Vias after detailed routing: ~4700
* Seq cells: 0
* Fin. Hold Viols: 0
* Vertical die dimension: about 110 um
- Number of cells on the worst hold path: 5
- Per STA, the highest per-stage delay on the worst path measures around 0.47 ns.
* Mapped cell area: approximately 4500 um2
* Crit path max-delay cell type: sky130_fd_sc_hd__clkdlybuf4s50_1
- Area growth from synthesis to final layout: 24.5%
* Final period util: between 50% and 60%
- Syn Inst Count: roughly 600
- Worst hold path type: in2out
- Standby leakage power: between 2 and 3 nW
* Total count of max-transition violations in the final report: 0
* Ratio of cells with drive above 1 in the final layout: roughly 3.6%
- The detailed router reported a total wirelength of 11900 um.
- Overall routing resource usage: 21.2%
- DRT iter0 DRCs: about 170
- Count of maximum capacitance violations: 0
- Largest cells by area: sky130_fd_sc_hd__ha_1, sky130_fd_sc_hd__xnor2_1, sky130_fd_sc_hd__a21oi_1, sky130_fd_sc_hd__a21o_1, sky130_fd_sc_hd__xor2_1
* Count of filler cells inserted in the layout: 1075
- Entering global routing, the biggest net connects 10 pins.
- The report lists the number of cells resized after CTS as 0.
- Critical Path Sink Type: primary output
- Sum of negative setup slack: 0 ns
* Overall chip area: around 12000 um2
- Before antenna repair, the detailed router went through 5 iterations.
- Per the detail_route report, inserted antenna diodes total 0.
- Proportion of synthesized chip area in sequential cells: 0%
* Synth mux share: 0.223%
- about 96 I/O pins were placed.
* Routability Congestion: between 0.8 and 0.9
- The number of setup buffers added after CTS is 0.
[per-layer routing]
layer	share of wire, %	GRT usage [%]
met1	49	29.4
met2	47	38.5
met3	2.8	0.184
met4	0.63	1.27
met5	0	0
[layout make-up]
class | count | area [um2] | share of cell area [%]
well taps | 140 | 175 | 3.13
repair buffers | 96 | 961 | 17.2
multi-input cells | 577 | 4350 | 77.9
inverters | 27 | 101 | 1.81
[cells in the final DEF (no fill, tap or decap), types with 2 or more instances in the layout]
master	n
sky130_fd_sc_hd__o2111ai_1	5
sky130_fd_sc_hd__nor3_1	15
sky130_fd_sc_hd__and4_1	2
sky130_fd_sc_hd__o211ai_1	3
sky130_fd_sc_hd__o21a_1	9
sky130_fd_sc_hd__nand3_1	16
sky130_fd_sc_hd__nor2b_1	8
sky130_fd_sc_hd__and3_1	11
sky130_fd_sc_hd__nand3b_1	2
sky130_fd_sc_hd__nand4_1	14
sky130_fd_sc_hd__a221oi_1	2
sky130_fd_sc_hd__a211o_1	3
sky130_fd_sc_hd__and2_1	3
sky130_fd_sc_hd__nand2b_1	6
sky130_fd_sc_hd__a21oi_2	5
sky130_fd_sc_hd__xnor2_1	51
sky130_fd_sc_hd__a211oi_2	3
sky130_fd_sc_hd__nand2_1	34
sky130_fd_sc_hd__fa_1	3
sky130_fd_sc_hd__a31oi_1	7
sky130_fd_sc_hd__o21ai_0	35
sky130_fd_sc_hd__and2b_1	2
sky130_fd_sc_hd__xor2_1	23
sky130_fd_sc_hd__a21oi_1	66
sky130_fd_sc_hd__inv_1	27
sky130_fd_sc_hd__o31a_1	2
sky130_fd_sc_hd__a311oi_1	2
sky130_fd_sc_hd__or2b_1	2
sky130_fd_sc_hd__a21boi_0	4
sky130_fd_sc_hd__o21ai_1	3
sky130_fd_sc_hd__or2_2	4
sky130_fd_sc_hd__ha_1	95
sky130_fd_sc_hd__a211oi_1	10
sky130_fd_sc_hd__a21o_1	40
sky130_fd_sc_hd__clkdlybuf4s50_1	96
sky130_fd_sc_hd__nor2_1	50
sky130_fd_sc_hd__a41o_1	2
sky130_fd_sc_hd__o21bai_1	5
sky130_fd_sc_hd__or3_1	4
[final timing paths]
| kind | start | to | slack (ns) |
|---|---|---|---|
| worst min-delay path | a[0] | out[0] | 17.67 |
| worst max-delay path | b[0] | out[31] | 18.21 |
[power breakdown]
| group | internal (mW) | switching, mW |
|---|---|---|
| combinational | 0.198 | 0.167 |
| clock | 0 | 0 |
| sequential | 0 | 0 |
[logic make-up after synthesis]
logic type / count (synthesis)
AND/OR/NAND/NOR: 179
buffers and inverters: 36
multiplexers: 1
XOR/XNOR: 75
adder cells (fa/ha/maj): 98
AND-OR/OR-AND: 224
[critical path, delay by kind of cell]
kind	cells	cell delay, ns
simple gates	7	0.89
xor+xnor	3	0.43
buf+inv	2	0.93
compound gates	14	3.04
fa+ha+maj	4	1.40
[per-stage QoR]
| step | utilization (%) | std cells | area, um2 | hold WS [ns] | setup WS (ns) |
|---|---|---|---|---|---|
| floorplan | - | 613 | 4490 | 16.75 | 19.92 |
| global placement | 51.4 | 840 | 5590 | 17.66 | 18.21 |
| detailed placement | 51.4 | 840 | 5590 | 17.67 | 18.22 |
| CTS | 51.4 | 840 | 5590 | 17.68 | 18.19 |
| global route | 51.4 | 840 | 5590 | 17.75 | 17.59 |
| finish | 51.4 | 840 | 5590 | 17.67 | 18.21 |
Power figures rest on the tool's default switching activity, not on a simulated workload.
