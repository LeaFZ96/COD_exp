==> flow/design.v <==
`timescale 1ns / 1ps
module control(
	input clk,
	input rst_n,
	input [31:0] r0,
	output reg [5:0] rAddr,
	output reg [5:0] wAddr,
	output reg [31:0] a,
	output reg [31:0] b,
	output reg wEna
);
reg [2:0] num;
always@(posedge clk or negedge rst_n) begin
	if(~rst_n) begin
		rAddr <= 0;
		wAddr <= 1;
		num <= 0;
		a <= 2;
	end
	else if(num == 0) begin
		wEna <= 0;
		rAddr <= rAddr;
		num <= num + 1;
	end
	else if(num == 1) begin
		a <= r0;
		num <= num + 1;
	end
	else if(num == 2) begin
		num <= num + 1;
		rAddr <= rAddr + 1;
	end
	else if(num == 3) begin
		num <= num + 1;
		b <= r0;
	end
	else if(num == 4) begin
		wEna <= 1;
		num <= 0;
		wAddr <= wAddr + 1;
	end
end
endmodule
==> flow/run.sh <==
#!/bin/bash
# OpenROAD 26Q1-2900-gdf79404cd8, Yosys 0.63+post, stock flow scripts
make -C /OpenROAD-flow-scripts/flow DESIGN_CONFIG=/design/flow/config.mk WORK_HOME=/design/flow/orfs finish
==> flow/config.mk <==
export PLATFORM = sky130hd
export DESIGN_NAME = control
export DESIGN_NICKNAME = control
export VERILOG_FILES = /design/flow/design.v
export SDC_FILE = /design/flow/constraint.sdc
export NUM_CORES = 4
export LEC_CHECK = 1
export CORE_UTILIZATION = 50
==> flow/constraint.sdc <==
current_design control

set clk_period 3.1
set clk_io_pct 0.2

create_clock -name clk0 -period $clk_period [get_ports {clk}]

set non_clock_inputs [all_inputs -no_clocks]
set_input_delay [expr $clk_period * $clk_io_pct] -clock clk0 $non_clock_inputs
set_output_delay [expr $clk_period * $clk_io_pct] -clock clk0 [all_outputs]
==> results.txt <==
Notes on the physical implementation.

- For this run, the number of Yosys warnings is 1.
- The initial antenna violation count came to 0.
- According to the floorplan report, the total die area is approximately 6400 um^2.
- The average wire per cell in the routed design is roughly 15 um, for reference.
- Per the detail_route report, vias per standard cell equal ~5.
- Recorded from the global router log, the overflow total was 0.
- The final clock skew is 6.10 ps, for reference.
- The maximum number of pins on one net before global-route repair is roughly 49, for reference.
- The number of clock buffers inserted by TritonCTS is 9, for reference.
- The category of the critical setup timing path is register to register, for reference.
- The final antenna diode count is 0, for reference.
- After detailed routing, the number of remaining DRC violations is 0.
- The clock passes through at most 2 buffers.
- The boundary pin count is about 110, for reference.
- The total count of hold-check failures in the final report is 0, for reference.
- The placed instances occupy a cell area of about 4200 um^2.
- The worst path setup slack after routing is slightly above 800 ps, for reference.
- The total via count after detailed routing is about 1.8k, for reference.
- According to the timing report, the data required time at the worst endpoint equals approximately 3000 ps.
- The row count is 28, for reference.
- The data arrival time reported for the critical path is approximately 2300 ps.
- Per the final layout report, the fraction of cells sized above drive strength 1 comes to a little under a fifth.
- In the final report, the number of pins over their slew limit comes to 0.
- The clock-pin transition on the worst setup and hold timing paths is ~80 ps, for reference.
- The residual antenna-violating net count after detailed routing is 0, for reference.
- The chip area in the Yosys report is 3030 um^2, for reference.
- The iteration-0 DRC count of the detailed router is between 50 and 60, for reference.
- The worst setup slack before clock tree synthesis is around 900 ps, for reference.
- The endpoint class of the critical path is a register, for reference.
- Measured on the finished design, the core utilization comes to between 70% and 80%.
- The critical path launch point type is a register, for reference.
- Total global-route track usage over all layers is 20.1%.
- The number of cells in the yosys synthesis report is about 180, for reference.
- Once the clock tree was built, the resizer swapped 0 gates to a different size.
- The script extracted a total leakage power of ~1.8 nW.
- The average instance in the mapped netlist occupies about 17 um^2.
- After synthesis, the netlist uses 28 different library cells.
- The post-synthesis cell count is 175, for reference.
- The worst path needs ~2300 ps of the cycle, external delays included.
- The power density over the cells is approximately 470 nW/um^2, for reference.
- The final-layout setup total negative slack is 0 ps, for reference.
- The half-perimeter wire length after detailed placement is approximately 3.8 mm, for reference.
- The final setup violation count is 0, for reference.
- Looking at the clock tree report, the H-tree level count equals 3.
- The clock network latency to the later pin of the worst-skew pair is 330 ps, for reference.
- The placeable core region is between 5000 and 6000 um^2, for reference.
- The flow ran to the end, and the final reports show no timing, DRC or antenna violations.
- The via count of the first global-routing pass is around 1.8k.
- According to the hold report, the worst path is of the input port to async pin type.
- The number of register bits inferred by synthesis is 80, for reference.
- The die is about 80 um wide.
- The share of synthesized area occupied by flip-flops and latches is a little under three quarters, for reference.
- By instance count after routing, the leading logic cell types are clkdlybuf4s50_1, dfrtp_1, edfxtp_1.
- The tally of buffers added on design ports is 110, for reference.
- The area growth from synthesis to layout is 45.1%.
- The maximum clock frequency is around 440 MHz, for reference.
- The final RePlAce weighted congestion is around 0.76, for reference.
- The slew at the pin closest to its max-slew limit is around 600 ps, for reference.
- The cell sitting at the root of the clock tree is a clkbuf_8.
- TritonCTS built the clock tree.
- In this run the cell area of the synthesized design comes to between 3000 and 4000 um^2.
- Per the detailed-route log, wirelength across all metal layers totals 5.61 mm.
- The share of the core filled by cells before placement is between 50% and 60%, for reference.
- The CTS sink count is roughly 80, for reference.
- The post-CTS hold buffer count recorded in the log is 0.
- After filler insertion, the fill cell instance count of the layout stands at 384.
- The first-pass GRT wire length is just over 9 mm, for reference.
- The largest fanout on the critical path is 32, for reference.
- OpenROAD reports that the post-layout worst path occupies approximately three quarters of the period.
- The most frequent logic cell in the layout is clkdlybuf4s50_1, for reference.
- Across the run, the number of max-cap violations was 0.
- Summing all non-filler instances in the final layout gives an area of about 4400 um^2.
- In this run the tools logged warnings totalling 30.
- The max-slew headroom at the worst pin is 59.8%, for reference.
- The worst-case IR drop observed on VDD is approximately 0.00026 V.
- Setup repair after global routing left no endpoint under its margin.
- The first-pass detailed-route iteration total is 4, for reference.
- Buffers added to address setup during post-CTS repair amount to 0.
- The y dimension of the die is between 70 and 80 um, for reference.
[final timing paths]
| check | start | to | slack (ps) | cells past startpoint |
|---|---|---|---|---|
| setup / recovery | num[0]$_DFFE_PN0P_ | b[15]$_DFFE_PP_ | 830 | 6 |
| hold / removal | rst_n | a[3]$_DFFE_PN0P_ | 430 | 2 |
| setup reg to reg | num[0]$_DFFE_PN0P_ | b[15]$_DFFE_PP_ | 830 | 6 |
| hold reg to reg | wAddr[5]$_DFFE_PN0P_ | wAddr[5]$_DFFE_PN0P_ | 480 | 1 |
| max in group asynchronous | rst_n | a[2]$_DFFE_PN0P_ | 2260 | 2 |
| min in group clk0 | wAddr[5]$_DFFE_PN0P_ | wAddr[5]$_DFFE_PN0P_ | 480 | 1 |
[per-stage QoR]
stage	hold slack, ps	power [mW]	instances
after CTS	441	2.10	374
after global placement	455	1.29	358
after detailed placement	461	1.29	358
final	429	2.07	374
after floorplan	324	1.18	175
after global routing	471	2.16	374
[critical path, cell delays in order, from the launching register on]
cell and delay [ps]:
dfrtp_1 410, inv_1 90, ha_1 370, nor3_1 320
or2_2 200, and3_1 150, buf_4 380
[cells in the mapped netlist, drive strengths merged]
cell type	instances	area, um^2
a21o	1	7.51
a21oi	2	10.0
a32o	1	10.0
and3	2	12.5
and3b	1	10.0
buf	5	56.3
dfrtp	45	1130
dfstp	2	52.6
edfxtp	33	991
ha	8	100
inv	4	15.0
mux2	33	372
nand2	9	33.8
nand3	1	5.00
nand3b	1	20.0
nand4	3	18.8
nor2	3	11.3
nor2b	1	6.26
nor3	2	10.0
nor3b	1	18.8
nor4b	1	23.8
o211ai	1	7.51
o21ai	2	10.0
o22ai	2	12.5
or2	1	6.26
xnor2	7	61.3
xor2	3	26.3
[registers in the layout (all words and copies together), names as in the netlist]
register,count
wAddr,6
a,32
rAddr,6
num,3
wEna,1
b,32
[layer usage]
layer	vias up	global-route usage [%]	wire length [um]
met2	64	29.5	2660
li1	867	-	-
met1	888	34.0	2490
met3	16	3.71	295
met5	-	0	0
met4	0	5.54	155
[cell families after synthesis]
| family | count (synthesis) | synth area share, % |
|---|---|---|
| AND-OR/OR-AND | 9 | 1.90 |
| AND/OR/NAND/NOR | 26 | 5.81 |
| buffers and inverters | 9 | 2.35 |
| XOR/XNOR | 10 | 2.89 |
| flip-flops | 80 | 71.5 |
| multiplexers | 33 | 12.2 |
| adder cells (fa/ha/maj) | 8 | 3.30 |
[cell type report]
| cell class | instances | area, um^2 | share of cell area [%] |
|---|---|---|---|
| flip-flops and latches | 80 | 2170 | 49.3 |
| repair buffers | 113 | 1120 | 25.4 |
| multi-input cells | 86 | 793 | 18.0 |
| clock buffers | 11 | 131 | 2.98 |
| well taps | 75 | 93.8 | 2.13 |
| clock inverters | 5 | 81.3 | 1.85 |
| inverters | 4 | 15.0 | 0.341 |
[power by group]
part	leakage [nW]	internal, mW	total [mW]	switching, mW
registers	0.877	1.13	1.14	0.0102
logic	0.789	0.0865	0.126	0.0393
clock network	0.104	0.454	0.807	0.353
total	1.77	1.67	2.07	0.402
Power is estimated from default activity; no workload was simulated.
