<file path="flow/design.v">
`timescale 1ns / 1ps
module RegFile(
	input 			clk,
	input 			rst_n,
	input			RegWrite,
	input 	[4:0] 	rAddr0,
	input	[4:0]	rAddr1,
	input 	[4:0] 	wAddr,
	input 	[31:0] 	wDin,
	output	[31:0] 	rDout0,
	output	[31:0]  rDout1
);
reg [31:0] data [0:31];
integer i;
assign rDout0 = data[rAddr0];
assign rDout1 = data[rAddr1];
always@(posedge clk or negedge rst_n) begin
	if(~rst_n) begin
		for(i = 0; i < 32; i = i + 1)
			data[i] <= 0;	
	end
	else if(RegWrite == 1'b1)
		data[wAddr] <= wDin;
end
endmodule
</file>
<file path="flow/run.sh">
#!/bin/bash
# OpenROAD 26Q1-2900-gdf79404cd8, Yosys 0.63+post, stock flow scripts
make -C /OpenROAD-flow-scripts/flow DESIGN_CONFIG=/design/flow/config.mk WORK_HOME=/design/flow/orfs finish
</file>
<file path="flow/config.mk">
export PLATFORM = sky130hd
export DESIGN_NAME = RegFile
export DESIGN_NICKNAME = RegFile
export VERILOG_FILES = /design/flow/design.v
export SDC_FILE = /design/flow/constraint.sdc
export NUM_CORES = 4
export LEC_CHECK = 1
export CORE_UTILIZATION = 40
</file>
<file path="flow/constraint.sdc">
current_design RegFile

set clk_period 12.4
set clk_io_pct 0.2

create_clock -name clk0 -period $clk_period [get_ports {clk}]

set non_clock_inputs [all_inputs -no_clocks]
set_input_delay [expr $clk_period * $clk_io_pct] -clock clk0 $non_clock_inputs
set_output_delay [expr $clk_period * $clk_io_pct] -clock clk0 [all_outputs]
</file>
==> run summary <==
The synthesis and place-and-route flow finished, so here is a summary.

Post-route period utilization is reported as 0.766. The clock root buffer master is sky130_fd_sc_hd__clkbuf_16. The count of state elements after synthesis is 1024.

The number of DRC violations after detailed-routing iteration 0 came out at 6901. The count of buffers inserted at the top-level ports came out at 113. The vertical die dimension came out at 361 µm. The detailed router reported a total wirelength of 275000 µm. The total die area came out at 0.131 mm². The reported leakage power is 25.2 nW.

The via count of the first global-routing pass is 44900. The signal on the critical path passes through buf_2 > buf_4 > buf_4 > nand3_2 > nor2_4 > buf_4 > a21oi_1 > nand3_1 > nor4_1 > a21oi_1 > clkdlybuf4s50_1. The type of element capturing the critical path is an output pin. The number of gates given a new drive strength after cts came out at 0. The register with the most flip-flops in the final layout is data. The slew at the pin closest to its max-slew limit came out at 1.20 ns. Power spread over the standard cell area amounts to 162 mW/mm².

Looking at the global route congestion table, the highest-usage layer is met2. The average footprint of a synthesized cell is 11.8 µm². The pin count of the biggest net entering global routing is 127. The placed instance area is 0.0553 mm². In the synthesized netlist the async set-or-reset flop fraction comes to 1.00.

The count of final setup violators came out at 0. The worst endpoint data arrival time is 7.01 ns. The timing report shows that the slowest cell on the worst path is sky130_fd_sc_hd__nor2_4. The multi-input combinational cells in the finished layout cover a total of 0.0248 mm².

The synthesized netlist was found by Yosys to have 4365 cells. The floorplan row count is 131. The analysis attributes to net switching a power of 2.87 mW. STA classifies the critical path startpoint as an input port. The fraction of power spent switching nets came out at 0.301. The quantity of hold-fixing buffers added after cts came out at 0. The smallest hold slack is 0.531 ns. In the final run the clock tree shows a worst skew of 0 ns. Setup slack on the critical path of the routed design comes to 2.91 ns. In this run the worst path has a maximum fanout of 38. The clock edge transition at the registers on the reported setup and hold paths came out at 0.06 ns. The combinational power share is 0.151. The iteration tally of the first detailed-router pass came out at 9. Using the TritonRoute via totals, the vias-per-cell ratio works out to 7.47. In the final report, the number of hold violations comes to 0. The flop-to-flop setup slack came out at 11.48 ns. The setup total negative slack came out at 0 ns. The fraction of met2 tracks used by global routing came out at 0.549.

The count of vias placed by the detailed router is 46100. The placeable core area is 0.128 mm². The worst register-to-register path has a depth of 1. The number of instances on the worst hold path came out at 1. The post-route DRC violation count is 0.

For this run, the number of Yosys warnings is 2. The met3 demand-to-capacity share in global routing is 0.308. The count of different cell masters after synthesis is 68. The count of pins on the block boundary came out at 114. The largest registers in the layout are data (1024). Per the synth stats, the flop cell with the highest instance count is sky130_fd_sc_hd__dfrtp_1. Per STA, the library cell used most along the worst path is sky130_fd_sc_hd__buf_4.

The post-detailed-route count of antenna-violating nets is 0. Setup repair after global routing left no endpoint under its margin. The synthesis area per yosys is 0.0516 mm². The layout summary lists the proportion of cells stronger than drive strength 1 as 0.349.

The global-route wire length before repair came out at 373000 µm. The count of maximum capacitance violations is 0. The completed layout was analyzed and its total power is 9.56 mW.

The flow ran to the end, and the final reports show no timing, DRC or antenna violations. The remaining global-route overflow is 0. The maximum clock path buffer count is 3. The total number of warnings across the stage logs came out at 42. The time the worst path needs with I/O delays and setup is 9.49 ns. Per the power-grid run, VDD falls by no more than 0.130 mV.

The share of total power dissipated in sequential elements is 0.492. The insertion delay of the later-clocked pin in the worst-skew pair is 0.74 ns. The overall global routing resource usage is 0.435. The count of clock tree sinks is 1024.

The number of buffer and inverter stages on the critical path came out at 5. Between the synthesized netlist and the finished layout, the area growth was recorded as 14.4%. The endpoint of the worst hold path is reported as data[9][22]$_DFFE_PN0P_. The cell area after synthesis came out at 0.0516 mm². Looking at the reg2reg group, the worst path ends at data[18][3]$_DFFE_PN0P_. The met1 usage came out at 0.529. The worst-case headroom to the max-slew limit is 0.203. The cell area after layout came out at 0.0590 mm². The number of flip-flops in the largest register came out at 1024.

The final max-slew violation count is 0. The initial utilization of the core area, before any placement, comes to 0.404. The die is 361 µm wide. The startpoint of the worst register-to-register path is data[18][3]$_DFFE_PN0P_. The internal power came out at 6.68 mW. The post-place setup slack is 3.25 ns.

Static timing analysis puts the maximum clock frequency at 105 MHz. The TritonCTS clock tree is yes. The sequential-to-total area share from yosys stat came out at 0.496. STA puts the critical path data required time at 9.92 ns. The post-synthesis instance total is 4365. The filler cell count in the final layout is 11500. The min-delay analysis places its worst path in the category reg2reg. The post-synth tally of flip-flops with integrated enable came out at 0. The critical path's top delay family is buffers and inverters. The critical path is of the in2out type.

Per the hold report, the tightest min-delay path originates at data[9][22]$_DFFE_PN0P_. The initial antenna violation count came out at 24. The number of buffers inserted by post-CTS setup repair came out at 0. At the end of routability-driven placement, the weighted congestion stood at 1.10. The detailed placement HPWL is 169000 µm. Per the CTS log, the maximum H-tree level is 3.

The script logs the mean routed wire length per placed instance as 44.5 µm. The number of buffers created by CTS is 112. The total area of sequential cells is 0.0256 mm². The clock power share came out at 0.357. The biggest cell delay along the critical path is 0.81 ns.
## worst max path at each step
stage	start	to	cells past startpoint	slack (ns)
CTS	rAddr1[0]	rDout1[31]	9	3.24
global route	rAddr1[0]	rDout1[31]	9	3.12
finish	rAddr1[2]	rDout1[13]	11	2.91
## placed cells by master, fill, tap and decap left out, types with 22 or more instances in the layout
cell type	synthesis	final
sky130_fd_sc_hd__nor3_1	43	40
sky130_fd_sc_hd__a22o_1	49	49
sky130_fd_sc_hd__a21oi_1	76	76
sky130_fd_sc_hd__nand2_1	206	194
sky130_fd_sc_hd__diode_2	0	22
sky130_fd_sc_hd__nand3_1	54	54
sky130_fd_sc_hd__a31oi_1	23	23
sky130_fd_sc_hd__a221oi_1	35	35
sky130_fd_sc_hd__nor2_4	0	70
sky130_fd_sc_hd__a22oi_1	711	711
sky130_fd_sc_hd__mux2_2	1045	1045
sky130_fd_sc_hd__nor4_1	27	25
sky130_fd_sc_hd__o21ai_0	34	34
sky130_fd_sc_hd__nand4_1	104	104
sky130_fd_sc_hd__clkbuf_1	206	26
sky130_fd_sc_hd__nor2_1	164	105
sky130_fd_sc_hd__clkbuf_16	0	112
sky130_fd_sc_hd__mux2i_1	55	55
sky130_fd_sc_hd__clkbuf_8	0	23
sky130_fd_sc_hd__clkdlybuf4s50_1	0	102
sky130_fd_sc_hd__dfrtp_1	1024	1024
sky130_fd_sc_hd__buf_4	5	228
sky130_fd_sc_hd__o32a_1	25	25
## logic make-up after synthesis
logic type,after synthesis,synth area share
muxes,1106,0.241
and+or+nand+nor,729,0.0701
DFF,1024,0.496
buffers and inverters,427,0.0355
AOI/OAI and AO/OA,1079,0.157
## final cells by class
class / instances / share of cell area
Antenna cell: 22 / 0.000932
Clock buffer: 161 / 0.0545
Clock inverter: 37 / 0.00744
Inverter: 5 / 0.000318
Multi-Input combinational cell: 2914 / 0.419
Sequential cell: 1024 / 0.434
Tap cell: 1662 / 0.0352
Timing Repair Buffer: 343 / 0.0483
## Yosys cell counts (9+ instances only)
cell type                   instances  area share
sky130_fd_sc_hd__mux2_2          1045        0.23
sky130_fd_sc_hd__dfrtp_1         1024        0.50
sky130_fd_sc_hd__a22oi_1          711        0.10
sky130_fd_sc_hd__clkbuf_1         206       0.015
sky130_fd_sc_hd__nand2_1          206       0.015
sky130_fd_sc_hd__nor2_1           164       0.012
sky130_fd_sc_hd__buf_2            161       0.016
sky130_fd_sc_hd__nand4_1          104       0.013
sky130_fd_sc_hd__a21oi_1           76      0.0074
sky130_fd_sc_hd__mux2i_1           55       0.011
sky130_fd_sc_hd__nand3_1           54      0.0052
sky130_fd_sc_hd__a22o_1            49      0.0083
sky130_fd_sc_hd__buf_1             48      0.0035
sky130_fd_sc_hd__nor3_1            43      0.0042
sky130_fd_sc_hd__a221oi_1          35      0.0059
sky130_fd_sc_hd__o21ai_0           34      0.0033
sky130_fd_sc_hd__nor4_1            27      0.0033
sky130_fd_sc_hd__o32a_1            25      0.0048
sky130_fd_sc_hd__a31oi_1           23      0.0028
sky130_fd_sc_hd__nor2b_1           23      0.0028
sky130_fd_sc_hd__a32oi_1           21      0.0036
sky130_fd_sc_hd__a222oi_1          18      0.0035
sky130_fd_sc_hd__and4_1            17      0.0029
sky130_fd_sc_hd__nand2b_1          15      0.0018
sky130_fd_sc_hd__nor2_2            15      0.0018
sky130_fd_sc_hd__a2111oi_0         13      0.0022
sky130_fd_sc_hd__nand3b_1           9      0.0013
sky130_fd_sc_hd__o22ai_1            9      0.0011
sky130_fd_sc_hd__or3_1              9      0.0011
## routing by layer
metal | part of all wire | up-vias
li1 | - | 16900
met3 | 0.19 | 1554
met4 | 0.085 | 50
met2 | 0.38 | 4585
met1 | 0.34 | 23000
met5 | 0.0040 | -
## power groups by stage
stage     registers [mW]  logic (mW)  clock network [mW]
4_1_cts             4.66        1.41                3.42
5_1_grt             4.74        1.52                3.54
6_report            4.70        1.45                3.41
## stage by stage
| stage | std cells | utilization |
|---|---|---|
| 2_1_floorplan | 4365 | - |
| 3_5_place_dp | 5948 | 0.433 |
| 6_report | 6168 | 0.462 |
| 3_3_place_gp | 5948 | 0.433 |
| 4_1_cts | 6146 | 0.461 |
| 5_1_grt | 6150 | 0.461 |
No activity file was given, so power comes from the tool's default toggle rates.
